`design/flow/design.v`:
```
module alu (
  input       a       ,
  input       b       ,
  input       cin     ,
  input       M       ,
  input [3:0] s       ,
  output      sum     ,
  output      cout
  );
    wire    g ;      
    wire    p ;      
    assign g   =   s[3] & a & b || s[2] & a & ~b || ~M ;
    assign p   = ~(s[3] & a & b || s[2] & a & ~b || s[1] & ~a & b || s[0] & ~a & ~b );
    assign sum = p ^ cin      ;
    assign cout= g || p & cin ; 
endmodule
module alu_core #(
    parameter n = 32
    )(
    input wire [n-1: 0] opA ,  
    input wire [n-1: 0] opB ,  
    input wire [3  : 0] S   ,  
    input wire          M   ,  
    input wire          Cin ,  
    output     [n-1: 0] DO ,   
    output reg          C  ,   
    output reg          V  ,   
    output reg          N  ,   
    output reg          Z      
);  
    wire    [n:0]   c     ;      
    assign  c[0] = Cin    ;      
    generate                     
        genvar i ;
        for (i = 0; i < 32; i = i + 1) begin:alu
            alu alu_i(
                .a(opA[i]     ) ,
                .b(opB[i]     ) ,
                .s(S          ) ,
                .M(M          ) ,
                .cin(c[i]     ) ,
                .sum(DO[i]    ) ,
                .cout(c[i+1]  )
            );
        end
    endgenerate
    always @(*) begin 
        C = c[n]    ;      
        Z = !(DO)   ;
        N = DO[n-1] ;
        V = (opA[n-1] == opB[n-1]) && (opA[n-1] != DO[n-1]) ;
    end
endmodule
```
`design/flow/run.sh`:
```
#!/bin/bash
# OpenROAD 26Q1-2900-gdf79404cd8, Yosys 0.63+post, stock flow scripts
make -C /OpenROAD-flow-scripts/flow DESIGN_CONFIG=/design/flow/config.mk WORK_HOME=/design/flow/orfs finish
```
`design/flow/config.mk`:
```
export PLATFORM = sky130hd
export DESIGN_NAME = alu_core
export DESIGN_NICKNAME = alu_core
export VERILOG_FILES = /design/flow/design.v
export SDC_FILE = /design/flow/constraint.sdc
export NUM_CORES = 4
export LEC_CHECK = 1
export CORE_AREA = 10 10 109 109
export DIE_AREA = 0 0 119 119
```
`design/flow/constraint.sdc`:
```
current_design alu_core

set clk_period 22.0
set clk_io_pct 0.2

create_clock -name clk0 -period $clk_period

set non_clock_inputs [all_inputs -no_clocks]
set_input_delay [expr $clk_period * $clk_io_pct] -clock clk0 $non_clock_inputs
set_output_delay [expr $clk_period * $clk_io_pct] -clock clk0 [all_outputs]
```
==> impl_results.html <==
<p>Metrics extracted from the flow reports.</p>
<table>
<tr><th>Metric</th><th>Value</th></tr>
<tr><th colspan="2">Power and ir drop</th></tr>
<tr><td>Net switching power</td><td>around 29 uW</td></tr>
<tr><td>Net switching share of the total power</td><td>0.355</td></tr>
<tr><td>Portion of total power attributed to the clock network</td><td>0</td></tr>
<tr><td>Combinational share of power</td><td>1.000</td></tr>
<tr><td>Internal power</td><td>between 50 and 60 uW</td></tr>
<tr><td>Static leakage</td><td>roughly 0.0012 uW</td></tr>
<tr><td>Power density over cell area</td><td>26.4 nW/um^2</td></tr>
<tr><td>Part of the power in registers</td><td>0</td></tr>
<tr><td>Largest vdd supply drop</td><td>between 10 and 15 uV</td></tr>
<tr><th colspan="2">Layout</th></tr>
<tr><td>Number of fill cells in the layout</td><td>around 1,000</td></tr>
<tr><td>Final design instance area without fill</td><td>about 3100 um^2</td></tr>
<tr><td>Register area</td><td>0 um^2</td></tr>
<tr><td>Flip-flops</td><td>0</td></tr>
<tr><td>Proportion of layout cells with a drive suffix above 1</td><td>0.201</td></tr>
<tr><td>Final cell count without fillers</td><td>around 450</td></tr>
<tr><td>Clock tree buffer count of the final layout</td><td>0</td></tr>
<tr><td>Area delta synth-&gt;final</td><td>50.5%</td></tr>
<tr><td>Logic area</td><td>roughly 1900 um^2</td></tr>
<tr><th colspan="2">STA</th></tr>
<tr><td>Unrepaired setup endpoints after global routing</td><td>yes</td></tr>
<tr><td>Worst hold margin</td><td>around 9500 ps</td></tr>
<tr><td>Slew margin rel.</td><td>0.736</td></tr>
<tr><td>Share of the clock period used by the worst path after layout</td><td>0.962</td></tr>
<tr><td>Final tally of max-slew violations</td><td>0</td></tr>
<tr><td>Achievable frequency</td><td>47.2 MHz</td></tr>
<tr><td>Clock period minus worst slack</td><td>roughly 21,000 ps</td></tr>
<tr><td>Endpoints failing hold</td><td>0</td></tr>
<tr><td>Final setup violation count</td><td>0</td></tr>
<tr><td>Pin slew with the least headroom to its limit</td><td>393 ps</td></tr>
<tr><th colspan="2">Clock network</th></tr>
<tr><td>Number of hold buffers added after CTS</td><td>0</td></tr>
<tr><th colspan="2">Setup path</th></tr>
<tr><td>Critical path startpoint</td><td>opA[0]</td></tr>
<tr><td>CP Capture Type</td><td>primary output</td></tr>
<tr><td>Delay of the slowest cell on the worst path</td><td>around 480 ps</td></tr>
<tr><td>Required time reported for the critical path endpoint</td><td>roughly 18,000 ps</td></tr>
<tr><td>Startpoint type of the worst setup path</td><td>input pin</td></tr>
<tr><td>CP Max Fanout</td><td>2</td></tr>
<tr><td>Most used cell along the critical path</td><td>sky130_fd_sc_hd__nand3b_1</td></tr>
<tr><td>Slowest CP cell</td><td>sky130_fd_sc_hd__clkdlybuf4s50_1</td></tr>
<tr><td>Start-to-end type of the worst setup path</td><td>in2out</td></tr>
<tr><td>Arr. time, crit path</td><td>around 17,000 ps</td></tr>
<tr><th colspan="2">GRT</th></tr>
<tr><td>Overall global routing resource usage</td><td>0.0992</td></tr>
<tr><td>Number of antenna violations at the first check in global routing</td><td>0</td></tr>
<tr><td>Global route hottest layer</td><td>met2</td></tr>
<tr><td>Met3 Usage GRT</td><td>0.0144</td></tr>
<tr><td>Met2 track utilization from global routing</td><td>0.172</td></tr>
<tr><td>Met1 demand-to-capacity share in global routing</td><td>0.134</td></tr>
<tr><td>Final global-route overflow total</td><td>0</td></tr>
<tr><td>Global-route wire length before repair</td><td>11.6 mm</td></tr>
<tr><td>Number of global-route vias before repair</td><td>2,139</td></tr>
<tr><td>Pin count of the biggest net entering global routing</td><td>32</td></tr>
<tr><th colspan="2">Synth</th></tr>
<tr><td>Yosys synthesis chip area</td><td>about 2100 um^2</td></tr>
<tr><td>Yosys top cell area share</td><td>0.192</td></tr>
<tr><td>Distinct cell type count of the synthesized netlist</td><td>15</td></tr>
<tr><td>Synth area leaders</td><td>sky130_fd_sc_hd__ha_1 (19%), sky130_fd_sc_hd__mux2_2 (17%), sky130_fd_sc_hd__mux2i_1 (15%), sky130_fd_sc_hd__buf_4 (12%), sky130_fd_sc_hd__nand3b_1 (12%)</td></tr>
<tr><td>Yosys Instances</td><td>about 250</td></tr>
<tr><td>Synthesized area per cell</td><td>around 8.2 um^2</td></tr>
<tr><td>Number of cells produced by synthesis</td><td>between 200 and 300</td></tr>
<tr><td>Sequential-to-total area share from yosys stat</td><td>0</td></tr>
<tr><td>Number of synthesis warnings</td><td>1</td></tr>
<tr><td>Ranking of synthesized cells by instance count</td><td>sky130_fd_sc_hd__nand2_1 (34), sky130_fd_sc_hd__buf_4 (32), sky130_fd_sc_hd__ha_1 (32), sky130_fd_sc_hd__mux2_2 (32), sky130_fd_sc_hd__nand3b_1 (32)</td></tr>
<tr><td>Synth Cell Area</td><td>~2100 um^2</td></tr>
<tr><td>Post-synthesis cell type with the largest combined area</td><td>sky130_fd_sc_hd__ha_1</td></tr>
<tr><td>Most frequent cell after synthesis</td><td>sky130_fd_sc_hd__nand2_1</td></tr>
<tr><th colspan="2">Job</th></tr>
<tr><td>Number of warnings the tools reported</td><td>33</td></tr>
<tr><td>Maximum capacitance violations</td><td>0</td></tr>
<tr><th colspan="2">Place</th></tr>
<tr><td>Final weighted congestion in routability-driven placement</td><td>0.762</td></tr>
<tr><td>I/O Buffers</td><td>106</td></tr>
<tr><td>Placement Cell Area</td><td>3050 um^2</td></tr>
<tr><td>Dpl hpwl</td><td>between 5 and 6 mm</td></tr>
<tr><td>Post-Place Cells</td><td>452</td></tr>
<tr><th colspan="2">Hold path</th></tr>
<tr><td>End point of the worst hold path</td><td>V</td></tr>
<tr><td>Worst min-delay path class</td><td>in2out</td></tr>
<tr><td>Worst hold path depth</td><td>4</td></tr>
<tr><td>Startpoint of the tightest hold check path</td><td>opA[31]</td></tr>
<tr><th colspan="2">Die</th></tr>
<tr><td>Die extent in x</td><td>about 120 um</td></tr>
<tr><td>Die height</td><td>roughly 120 um</td></tr>
<tr><td>Starting utilization of the core area</td><td>0.216</td></tr>
<tr><td>I/O pin count</td><td>between 100 and 150</td></tr>
<tr><td>Core Footprint</td><td>just under 10,000 um^2</td></tr>
<tr><td>Die area</td><td>approximately 14,000 um^2</td></tr>
<tr><td>Floorplan row count</td><td>36</td></tr>
<tr><th colspan="2">Drt</th></tr>
<tr><td>Ant diodes</td><td>0</td></tr>
<tr><td>Detail Route Antenna Nets</td><td>0</td></tr>
<tr><td>DRC violations left</td><td>0</td></tr>
<tr><td>Starting DRT DRC Count</td><td>~65</td></tr>
<tr><td>Final routed wire length divided by cell count</td><td>between 15 and 20 um</td></tr>
<tr><td>Vias after detailed routing</td><td>~2,000</td></tr>
<tr><td>Via count normalized by instance count</td><td>about 4.5</td></tr>
<tr><td>Wire length reported by the detailed router</td><td>roughly 7.3 mm</td></tr>
<tr><td>Initial DRT Pass Iterations</td><td>4</td></tr>
<tr><th colspan="2">Status</th></tr>
<tr><td>Result of the run</td><td>completed</td></tr>
</table>
routing by layer:
metal  vias up  wire length (um)
met1       938              3410
li1       1032                 -
met4         0                 0
met5         -                 0
met2        51              3560
met3         0               303
how the worst max path moves through the flow:
stage / cells past startpoint / end
4_1_cts: 71 / Z
5_1_grt: 70 / Z
6_report: 70 / Z
kinds of logic after synthesis:
group,share of synthesized area
adder cells (fa/ha/maj),0.192
multiplexers,0.333
buffers and inverters,0.151
AND-OR/OR-AND,0.114
AND/OR/NAND/NOR,0.210
power groups by stage:
stage	logic (uW)	registers (uW)	clock network [uW]
after CTS	83.2	0	0
after global routing	92.4	0	0
final	82.8	0	0
through the flow:
step	setup TNS, ps	setup WS, ps	util	power (uW)
after floorplan	0	1990	-	46.5
after global placement	-300	-300	0.316	80.6
after detailed placement	-235	-235	0.316	80.8
after CTS	0	22.2	0.319	83.2
after global routing	-59.2	-59.2	0.326	92.4
final	0	834	0.326	82.8
area by class of cell:
cell class	count	area share
inverter	1	0.00120
multi-input combinational	206	0.590
tap	133	0.0530
timing repair buffer	112	0.356
layout by cell type (no fill, tap or decap), drive strengths merged:
cell / instances
inv: 1
clkdlybuf4s50: 99
dlymetal6s2s: 6
mux4: 1
nand4: 2
mux2i: 31
buf: 7
nor2: 2
o21a: 31
mux2: 32
nand2: 34
o21ai: 1
nor4: 8
ha: 32
nand3b: 32
critical path: cells and delay by family:
kind,cells,cell delay [ps]
and+or+nand+nor,35,5620
AOI/OAI and AO/OA,1,110
buffers and inverters,2,600
adders and majority gates,32,6060
repair_timing:
| action | 4_1_cts | 5_1_grt |
|---|---|---|
| setup endpoints to repair | 1 | 6 |
| buffers inserted | 0 | 0 |
| pin swaps | 2 | 21 |
| gates cloned | 0 | 0 |
| gates resized | 3 | 32 |
Power and IR drop assume default switching activity.
