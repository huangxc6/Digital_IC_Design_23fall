**flow/constraint.sdc**
```tcl
current_design data_mod

set clk_period 2.6
set clk_io_pct 0.2

create_clock -name clk0 -period $clk_period [get_ports {clk}]

set non_clock_inputs [all_inputs -no_clocks]
set_input_delay [expr $clk_period * $clk_io_pct] -clock clk0 $non_clock_inputs
set_output_delay [expr $clk_period * $clk_io_pct] -clock clk0 [all_outputs]
```
**flow/run.sh**
```bash
#!/bin/bash
# OpenROAD 26Q1-2900-gdf79404cd8, Yosys 0.63+post, stock flow scripts
make -C /OpenROAD-flow-scripts/flow DESIGN_CONFIG=/design/flow/config.mk WORK_HOME=/design/flow/orfs finish
```
**flow/design.v**
```verilog
module data_mod (
	input  wire  	  clk     ,  
	input  wire  	  reset_n ,  
	input  wire 	  empty   ,	 
	input  wire [7:0] data_in ,
	output wire	      rd 	  ,	 
	output reg  [4:0] dmod    ,
	output reg 		  mod_en
);
	reg [2:0] state  	  ;
	reg [7:0] data_in_tmp ;
	assign rd = ~empty && state!= 3'd2 && state!= 3'd5 && state!= 3'd7;
	always @(posedge clk or negedge reset_n) begin : proc_state
		if(~reset_n) begin
			state <= 3'd0;
		end else begin
			if (~empty) begin
				state <= state + 1'b1 ;
			end
		end
	end
	always @(posedge clk or negedge reset_n) begin
		if(~reset_n) begin
			dmod   <= 5'd0;
			mod_en <= 1'b0;
			data_in_tmp <= 8'd0;
		end else begin
			if (~empty) begin
				data_in_tmp <= (state == 3'd2 || state == 3'd5 || state == 3'd7)
							  ? data_in_tmp : data_in;
				mod_en <= 1'b1 ;
				case (state)
					3'd0: dmod <= data_in[4:0] ;
					3'd1: dmod <= {data_in[1:0], data_in_tmp[7:5]} ;
					3'd2: dmod <= {data_in_tmp[6:2]} ;  
					3'd3: dmod <= {data_in[3:0], data_in_tmp[7]} ;
					3'd4: dmod <= {data_in[0], data_in_tmp[7:4]} ;
					3'd5: dmod <= {data_in_tmp[5:1]} ;  
					3'd6: dmod <= {data_in[2:0], data_in_tmp[7:6]} ;
					3'd7: dmod <= {data_in_tmp[7:3]} ;  
				endcase
			end else begin
				dmod   <= 5'd0;
				mod_en <= 1'b0;
				data_in_tmp <= data_in_tmp;
			end
		end
	end
endmodule 
```
**flow/config.mk**
```make
export PLATFORM = sky130hd
export DESIGN_NAME = data_mod
export DESIGN_NICKNAME = data_mod
export VERILOG_FILES = /design/flow/design.v
export SDC_FILE = /design/flow/constraint.sdc
export NUM_CORES = 4
export LEC_CHECK = 1
export CORE_AREA = 10 10 101 101
export DIE_AREA = 0 0 111 111
```
==> impl_metrics.csv <==
group,metric,value,unit
outcome,status,"finished, final reports clean",
critical_path,rr_worst_depth,5,
grt,grt_usage,0.0363,
clocking,insertion_delay,0.24,ns
logic_synthesis,yosys-stat-cells,81,
die,chip_area,0.0123,mm2
worst_hold_path,min_to,"data_in_tmp[1]",
logic_synthesis,ys_seq_share,0.435,
job,openroad.warnings,29,
final_timing,timing.fmax,411,MHz
clocking,clkSlewWorstSetupHoldPaths,0.06,ns
clocking,clock-sinks,16,
clocking,ctsResizeCount,0,
die,core_util_floorplan,0.113,
place,routabilityCongestion,0.868,
clocking,cts-buffers-inserted,3,
grt,grt_antenna_before_repair,0,
grt,first_global_vias,710,
critical_path,worstReg2RegStart,"state[2]",
final_timing,setup_viol,0,
clocking,cts_root_buffer,"clkbuf_8",
clocking,cts_tree,"done",
critical_path,path_max_fanout,7,
cells_and_area,nFillCells,888,
die,die_y,111,um
final_timing,tightestPinTransition,0.712,ns
clocking,cts_hold_buf,0,
logic_synthesis,synth_area,921,um2
cells_and_area,utilization,0.154,
routing,wl_per_cell,11.3,um
routing,remaining_drc_errors,0,
cells_and_area,drive_above_1_share,0.165,
power_and_ir_drop,leakage,0.489,nW
logic_synthesis,area_leaders,"dfrtp_1 (43%), mux2_2 (9.8%), ha_1 (8.2%), a22o_1 (5.7%), a221o_1 (4.3%)",
critical_path,required,2.08,ns
routing,drtIter0Drc,48,
worst_hold_path,hp-start,"data_in_tmp[1]",
final_timing,slew_headroom,0.524,
critical_path,critPathLaunchType,"flip-flop",
critical_path,r2r-end,"dmod[1]",
logic_synthesis,largest_area_cell,"dfrtp_1",
die,core.rowCount,33,
place,io_buffers,17,
final_timing,rsz0062_at_grt,"false",
logic_synthesis,syn_area_per_cell,11.4,um2
grt,grt_max_degree,17,
logic_synthesis,async_flop_share,1.00,
routing,vias,751,
power_and_ir_drop,p_seq_frac,0.350,
routing,antenna_cells,0,
job,max_cap_violations,0,
final_timing,hold_violations,0,
logic_synthesis,edf_count,0,
routing,firstDrtPassIters,5,
die,core-area,0.00813,mm2
power_and_ir_drop,clkPwrFrac,0.128,
final_timing,finalCritPeriodShare,0.935,
final_timing,skew,0.00113,ns
power_and_ir_drop,combinationalPowerShare,0.521,
power_and_ir_drop,swShare,0.372,
grt,overflow,0,
power_and_ir_drop,intPower,0.868,mW
critical_path,critPathKind,"reg -> out",
grt,grt_pass1_wl,3730,um
routing,ant_nets,0,
power_and_ir_drop,netSwitchingPower,0.514,mW
clocking,cts.path.max_buffers,2,
logic_synthesis,ys_warn_count,1,
logic_synthesis,yosysUniqueCellTypes,24,
logic_synthesis,ys_area,921,um2
final_timing,tns,0,ns
logic_synthesis,netlist_instances,81,
place,dpl.hpwl,1810,um
final_timing,maxSlewViolCount,0,
critical_path,end_kind,"output pin",
routing,routed_wl,2290,um
final_timing,setup_slack,0.168,ns
die,die-width,111,um
worst_hold_path,hold_depth,1,
logic_synthesis,synth_flops,16,
logic_synthesis,yosysMostFrequentCell,"dfrtp_1",
cells_and_area,area_growth,35.9,%
critical_path,ff2ff_setup_slack,0.37,ns
power_and_ir_drop,peakVddDrop,0.000255,V
routing,vias_per_cell,3.72,
logic_synthesis,common_cells,"dfrtp_1 (16), mux2_2 (8), a22o_1 (6), ha_1 (6)",
worst_hold_path,min_path_type,"reg -> reg",
critical_path,critPathArrivalTime,1.91,ns
logic_synthesis,post-synth-top-area-fraction,0.435,
logic_synthesis,ys.flop_type,"dfrtp_1",
place,dp_slack,0.316,ns
clocking,cts_setup_buffers,0,
final_timing,layout_min_cycle_time,2.43,ns
power_and_ir_drop,power_density,1100,mW/mm2
die,io_pins,18,
clocking,cts.htree.levels,1,
==> power by group through the flow <==
stage	Clock, mW	Sequential (mW)	Combinational (mW)
after CTS	0.189	0.482	0.722
after global routing	0.200	0.505	0.802
final	0.177	0.484	0.721
==> state kept, by name (all words and copies together), names as in the netlist <==
signal and count:
dmod 5, data_in_tmp 7, mod_en 1, state 3
==> metal layers <==
layer / global-route usage / part of all wire / wire length (um)
met1: 0.0480 / 0.44 / 1010
met2: 0.0523 / 0.43 / 979
met3: 0.0213 / 0.12 / 282
met4: 0.00174 / 0.0083 / 19
met5: 0 / 0 / 0
==> through the flow <==
step | hold WS, ns | std cells | power [mW] | cell area (um2)
floorplan | 0.224 | 81 | 0.992 | 921
global placement | 0.497 | 199 | 1.20 | 1210
detailed placement | 0.501 | 199 | 1.21 | 1210
CTS | 0.514 | 202 | 1.39 | 1250
global route | 0.526 | 202 | 1.51 | 1250
finish | 0.509 | 202 | 1.38 | 1250
==> how the worst max path moves through the flow <==
stage,from,end,slack [ns]
finish,state[0],rd,0.17
global route,state[0],rd,0.04
CTS,state[0],rd,0.14
==> area by class of cell <==
type	count	area, um2	area share
clock buffer	3	41.3	0.0330
inverter	5	18.8	0.0150
multi-input combinational	54	474	0.379
sequential	16	400	0.320
tap	105	131	0.105
timing repair buffer	19	185	0.148
==> placed cells by master, fill, tap and decap left out <==
master           instances
a311oi_1                 4
clkdlybuf4s50_1         17
nor2_1                   1
a22o_1                   6
o21ai_0                  5
a22oi_1                  1
a222oi_1                 4
a221o_1                  4
a311oi_2                 1
or4_1                    1
a22o_2                   1
ha_1                     6
clkbuf_8                 3
xnor2_1                  1
or2_4                    1
and2_1                   1
mux2i_1                  1
a31oi_1                  1
inv_1                    5
buf_4                    2
nor3_1                   5
dfrtp_1                 16
nand2_1                  2
mux2_2                   8
==> worst max-delay path, stage by stage (launching register included) <==
cell	delay, ns
dfrtp_1	0.42
ha_1	0.23
ha_1	0.27
nor2_1	0.15
nand2_1	0.09
inv_1	0.06
clkdlybuf4s50_1	0.45
==> cell families (layout without fill, tap and decap cells) <==
logic type / Yosys count / in the layout / synth area share
buffers and inverters: 11 / 27 / 0.0503
xor gates and xnor gates: 1 / 1 / 0.00951
DFF: 16 / 16 / 0.435
AOI/OAI and AO/OA: 27 / 27 / 0.251
muxes: 9 / 9 / 0.109
and+or+nand+nor: 11 / 11 / 0.0639
adders and majority gates: 6 / 6 / 0.0815
Power and IR drop assume default switching activity.
