$ cat /design/flow/design.v
module clk_switch (
	input 		clk_10M        ,     
	input 		clk_32K        ,	 
	input 		clk_100M       ,	 
	input 		rst_n	       ,     
	input [1:0] rcc_cr 		   ,
	output wire clk_sys
);
	wire d_10M;
	reg [2 : 0] clk_10M_reg 	;
	reg [1 : 0] clk_10M_neg_reg ;
	wire d_32K;
	reg [2 : 0] clk_32K_reg 	;
	reg [1 : 0] clk_32K_neg_reg ;
	wire d_100M;
	reg [2 : 0] clk_100M_reg 	;
	reg [1 : 0] clk_100M_neg_reg ;
    assign d_10M  = (~rcc_cr[1] && ~rcc_cr[0]) && ~clk_32K_neg_reg[1] && ~clk_100M_neg_reg[1];
    assign d_32K  = (~rcc_cr[1] &&  rcc_cr[0]) && ~clk_10M_neg_reg[1] && ~clk_100M_neg_reg[1] ;
    assign d_100M = ( rcc_cr[1] && ~rcc_cr[0]) && ~clk_10M_neg_reg[1] && ~clk_32K_neg_reg[1] ;
    always @(posedge clk_10M or negedge rst_n) begin
    	if (rst_n == 1'b0) begin
    		clk_10M_reg <= 3'b111 ;
    	end
    	else begin
    		clk_10M_reg <= {clk_10M_reg[1:0], d_10M} ;
    	end
    end
    always @(negedge clk_10M or negedge rst_n) begin
    	if (rst_n == 1'b0) begin
    		clk_10M_neg_reg <= 2'b11 ;
    	end
    	else begin
    		clk_10M_neg_reg <= {clk_10M_neg_reg[0], clk_10M_reg[2]} ;
    	end
    end
    always @(posedge clk_32K or negedge rst_n) begin
    	if (rst_n == 1'b0) begin
    		clk_32K_reg <= 3'b000 ;
    	end
    	else begin
    		clk_32K_reg <= {clk_32K_reg[1:0], d_32K} ;
    	end
    end
    always @(negedge clk_32K or negedge rst_n) begin
    	if (rst_n == 1'b0) begin
    		clk_32K_neg_reg <= 2'b00 ;
    	end
    	else begin
    		clk_32K_neg_reg <= {clk_32K_neg_reg[0], clk_32K_reg[2]} ;
    	end
    end
    always @(posedge clk_100M or negedge rst_n) begin
    	if (rst_n == 1'b0) begin
    		clk_100M_reg <= 3'b000 ;
    	end
    	else begin
    		clk_100M_reg <= {clk_100M_reg[1:0], d_100M} ;
    	end
    end
    always @(negedge clk_100M or negedge rst_n) begin
    	if (rst_n == 1'b0) begin
    		clk_100M_neg_reg <= 2'b00 ;
    	end
    	else begin
    		clk_100M_neg_reg <= {clk_100M_neg_reg[0], clk_100M_reg[2]} ;
    	end
    end
    wire clk_10M_gate  ;
    wire clk_32K_gate  ;
    wire clk_100M_gate ;
    and(clk_10M_gate , clk_10M , clk_10M_neg_reg[1])  ;
    and(clk_32K_gate , clk_32K , clk_32K_neg_reg[1])  ;
    and(clk_100M_gate, clk_100M, clk_100M_neg_reg[1]) ;
    or(clk_sys, clk_10M_gate, clk_32K_gate, clk_100M_gate);
endmodule
$ cat /design/flow/constraint.sdc
current_design clk_switch

set clk_period 1.8
set clk_io_pct 0.2

create_clock -name clk0 -period $clk_period [get_ports {clk_100M}]
create_clock -name clk1 -period $clk_period [get_ports {clk_10M}]
create_clock -name clk2 -period $clk_period [get_ports {clk_32K}]

set non_clock_inputs [all_inputs -no_clocks]
set_input_delay [expr $clk_period * $clk_io_pct] -clock clk0 $non_clock_inputs
set_output_delay [expr $clk_period * $clk_io_pct] -clock clk0 [all_outputs]
$ cat /design/flow/config.mk
export PLATFORM = sky130hd
export DESIGN_NAME = clk_switch
export DESIGN_NICKNAME = clk_switch
export VERILOG_FILES = /design/flow/design.v
export SDC_FILE = /design/flow/constraint.sdc
export NUM_CORES = 4
export LEC_CHECK = 1
export CORE_AREA = 10 10 76 76
export DIE_AREA = 0 0 86 86
$ cat /design/flow/run.sh
#!/bin/bash
# OpenROAD 26Q1-2900-gdf79404cd8, Yosys 0.63+post, stock flow scripts
make -C /OpenROAD-flow-scripts/flow DESIGN_CONFIG=/design/flow/config.mk WORK_HOME=/design/flow/orfs finish
==> qor.rpt <==
CRITICAL PATH
----------------------------------------------------------------------------------------------------
Slack of the worst reg-to-reg path                                                          -0.10 ns
Start-to-end type of the worst setup path                                                 reg -> out
Critical path data required time                                                             1.44 ns
List of cells traversed by the critical path                                            a222oi_1 -> inv_1 -> buf_2
Peak per-stage delay on the critical path                                                    0.37 ns
WP data arrival                                                                              2.18 ns
Endpoint of the most critical register-to-register path                                 clk_100M_reg[0]$_DFF_PN0_
Kind of cell adding the most delay to the critical path                                   flip-flops
Logic depth of the worst register-to-register path                                                 3
Maximum fanout encountered on the critical timing path                                             2
Critical Path Source Type                                                                  flip-flop
Element type at the critical path end                                                   primary output
Origin of the critical flop-to-flop path                                                clk_10M_neg_reg[1]$_DFF_NN1_
Critical path depth in cells                                                                       3
CP bufs+invs                                                                                       2
Critical path's slowest cell                                                            sky130_fd_sc_hd__dfstp_2

PLACE
----------------------------------------------------------------------------------------------------
Cell count after placement                                                                        81
IO Port Bufs                                                                                       4
Placer Congestion                                                                              0.779
Detailed-placement wirelength estimate                                                        514 um
Post-placement setup slack                                                                 -0.535 ns

ROUTING
----------------------------------------------------------------------------------------------------
Total wire length                                                                            1150 um
WL per Instance                                                                              11.1 um
Detail Route Antenna Nets                                                                          0
Total iterations of the first detailed-routing run                                                 4
Mean number of vias per cell                                                                    3.09
Total DRC errors in the routed layout                                                              0
Via count                                                                                        321
Ant diodes                                                                                         0
Starting DRC count in detailed routing                                                            24

LOGIC SYNTHESIS
----------------------------------------------------------------------------------------------------
Total standard cell area after synthesis                                                    423 um^2
Commonest cells in the netlist                                                          6 x sky130_fd_sc_hd__dfrtp_1, 5 x sky130_fd_sc_hd__dfstp_2, 4 x sky130_fd_sc_hd__dfrtn_1, 2 x sky130_fd_sc_hd__inv_1, 2 x sky130_fd_sc_hd__nor4b_1
Number of distinct library cells after synthesis                                                   7
Top cells by area                                                                       sky130_fd_sc_hd__dfrtp_1 36%, sky130_fd_sc_hd__dfstp_2 31%, sky130_fd_sc_hd__dfrtn_1 24%
Number of enable flip-flop cells                                                                   0
Seq cells post-synth                                                                              15
Asr flop ratio synth                                                                            100%
Number of instances in the synthesized netlist                                                    21
Top_reg_cell synth                                                                      sky130_fd_sc_hd__dfrtp_1
Average cell area after synthesis                                                          20.1 um^2
Area share of the largest cell type after synthesis                                            35.5%
Top-count cell post-synth                                                               sky130_fd_sc_hd__dfrtp_1
Library cell with the largest summed area after synthesis                               sky130_fd_sc_hd__dfrtp_1
# Cells Yosys                                                                                     21
Post-synthesis sequential area ratio                                                           90.2%
Total number of yosys warnings                                                                     1
Yosys stat chip area                                                                        423 um^2

HOLD PATH
----------------------------------------------------------------------------------------------------
Class of the worst hold path                                                              reg -> reg
WHS Endpoint                                                                            clk_32K_neg_reg[1]$_DFF_NN0_
Depth of the worst hold-timing path                                                                0
Critical hold path startpoint                                                           clk_32K_neg_reg[0]$_DFF_NN0_

STA
----------------------------------------------------------------------------------------------------
Finish-stage setup viols                                                                           4
Final-report max-slew violation count                                                              0
Final hold violation count                                                                         0
Worst hold slack                                                                            0.302 ns
RSZ-0062 raised after global routing                                                             yes
Maximum clock skew at final layout                                                         0.0722 ns
Final worst slack                                                                          -0.740 ns
Slew Limit Headroom                                                                            81.5%
Slew at the pin with the worst max-slew slack                                               0.278 ns

CTS
----------------------------------------------------------------------------------------------------
Hold buffer count at CTS                                                                           0
CTS tree                                                                                       built
Clock-pin slew reported for the worst setup and hold paths after clock tree synthesis        0.04 ns

POWER
----------------------------------------------------------------------------------------------------
Switching share of power                                                                       19.4%
Sequential fraction of design power                                                            23.2%
Reported net switching power                                                                0.312 mW
Clock network fraction of total power                                                          73.9%
Design internal power                                                                        1.29 mW
P_leak                                                                                      0.411 nW
Peak supply drop                                                                          0.000459 V
Power per standard cell area                                                            1810 mW/mm^2
Relative contribution of combinational cells to total power                                     2.9%

FLOORPLAN
----------------------------------------------------------------------------------------------------
Width of the die                                                                               86 um
Chip Area                                                                               0.00740 mm^2
Area of the core                                                                        0.00412 mm^2
FP Core Util                                                                                   10.3%
Standard-cell rows                                                                                23
IO Count                                                                                           7
Die Ht                                                                                         86 um

GLOBAL ROUTE
----------------------------------------------------------------------------------------------------
Wire length of the first global-routing pass                                                 1860 um
Overall routing resource usage                                                                 3.60%
Overflow left after global routing                                                                 0
Via count of the first global-routing pass                                                       446
Maximum number of pins on one net before global-route repair                                       7
Initial antenna violation count                                                                    0

FINAL LAYOUT
----------------------------------------------------------------------------------------------------
Share of the core filled with cells in the final layout                                        21.6%
Synthesis-to-layout area growth                                                                 110%
Layout cell share with drive strength beyond 1                                                 63.0%
Number of non-filler instances in the completed layout                                           104

FLOW RUN
----------------------------------------------------------------------------------------------------
Reported max-cap violation count                                                                   0
Tool warnings                                                                                     32

OUTCOME
----------------------------------------------------------------------------------------------------
Result of the run                                                                       finished with violations
Failing checks                                                                          negative setup slack

-- per-layer routing --
layer | GRT usage, % | wire, um | vias up
met5 | 1.40 | 0 | -
met4 | 4.04 | 49 | 0
met3 | 6.29 | 222 | 8
met2 | 2.50 | 414 | 28
met1 | 2.92 | 466 | 151
li1 | - | - | 134
-- how the worst max path moves through the flow --
stage | start | slack, ns | to
CTS | clk_10M_neg_reg[1]$_DFF_NN1_ | -0.83 | clk_sys
global route | clk_10M_neg_reg[1]$_DFF_NN1_ | -0.91 | clk_sys
finish | clk_10M_neg_reg[1]$_DFF_NN1_ | -0.74 | clk_sys
-- cells by family (layout without fill, tap and decap cells) --
| family | Yosys count | count (layout) | share of synthesized area [%] |
|---|---|---|---|
| compound gates | 1 | 1 | 2.37 |
| buf+inv | 2 | 35 | 1.78 |
| flops | 15 | 15 | 90.2 |
| simple gates | 3 | 3 | 5.62 |
-- through the flow --
step | TNS (ns) | instance area, um^2 | power [mW]
final | -0.975 | 888 | 1.61
after global routing | -1.26 | 888 | 1.70
after CTS | -0.828 | 860 | 1.64
after detailed placement | -0.535 | 571 | 0.446
after global placement | -0.578 | 571 | 0.446
after floorplan | -0.122 | 423 | 0.399
-- placed cells by master (no fill, tap or decap) --
master	n
sky130_fd_sc_hd__nor4_4	1
sky130_fd_sc_hd__buf_4	5
sky130_fd_sc_hd__buf_2	1
sky130_fd_sc_hd__nor4b_4	2
sky130_fd_sc_hd__dfrtn_1	4
sky130_fd_sc_hd__clkbuf_8	18
sky130_fd_sc_hd__clkdlybuf4s50_1	3
sky130_fd_sc_hd__buf_6	2
sky130_fd_sc_hd__clkbuf_1	3
sky130_fd_sc_hd__dfstp_2	5
sky130_fd_sc_hd__dfrtp_1	6
sky130_fd_sc_hd__a222oi_1	1
sky130_fd_sc_hd__inv_1	3
-- power by group through the flow --
stage	Clock, mW	Combinational (mW)	Sequential [mW]
after CTS	1.23	0.0378	0.373
after global routing	1.28	0.0493	0.375
final	1.19	0.0468	0.373
-- area by class of cell --
| type | instances | area, um^2 |
|---|---|---|
| Fill cell | 410 | 3230 |
| Sequential cell | 15 | 382 |
| Clock buffer | 22 | 264 |
| Timing Repair Buffer | 10 | 90.1 |
| Multi-Input combinational cell | 4 | 78.8 |
| Tap cell | 50 | 62.6 |
| Clock inverter | 3 | 11.3 |
-- timing repair --
item                                    CTS  global route
pin swaps                                 3             1
buffers inserted                          2             1
gates resized                             8             3
endpoints found under the setup margin    4             4
Power is estimated from default activity; no workload was simulated.
